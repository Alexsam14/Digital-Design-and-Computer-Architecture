<file path="/design/flow/design.v">
`timescale 1ns / 1ps
module Thunderbird(input clk, reset, left, right,
						 output reg LA, LB, LC,
						 output reg RA, RB, RC
    );
	 reg [2:0] state_p, state_n;
	 parameter S0 = 3'b000; parameter S1 = 3'b001; parameter S2 = 3'b010;
	 parameter S3 = 3'b011; parameter S4 = 3'b100; parameter S5 = 3'b101;
	 parameter S6 = 3'b110;
	 always @ (posedge clk)
	 begin
		if (reset)            state_p <= S0;
		else						 state_p <= state_n;
	 end
	 always @ (*)
	 begin
	  case(state_p)
	   S0: if (left) 			  state_n = S1;
		    else if (right)	  state_n = S4;
			 else 				  state_n = S0;
		S1: state_n = S2;
		S2: state_n = S3;
		S3: state_n = S0;
		S4: state_n = S5;
		S5: state_n = S6;
		S6: state_n = S0;
		default: state_n = S0;
		endcase
	 end
always @(*) begin
    {LA, LB, LC, RA, RB, RC} = 6'b000000;
    case(state_p)
        S1: {LA, LB, LC} = 3'b100;
        S2: {LA, LB, LC} = 3'b110;
        S3: {LA, LB, LC} = 3'b111;
        S4: {RA, RB, RC} = 3'b100;
        S5: {RA, RB, RC} = 3'b110;
        S6: {RA, RB, RC} = 3'b111;
    endcase
end
endmodule
</file>
<file path="/design/flow/run.sh">
#!/bin/bash
# OpenROAD 26Q1-2900-gdf79404cd8, Yosys 0.63+post, stock flow scripts
make -C /OpenROAD-flow-scripts/flow DESIGN_CONFIG=/design/flow/config.mk WORK_HOME=/design/flow/orfs finish
</file>
<file path="/design/flow/config.mk">
export PLATFORM = sky130hd
export DESIGN_NAME = Thunderbird
export DESIGN_NICKNAME = Thunderbird
export VERILOG_FILES = /design/flow/design.v
export SDC_FILE = /design/flow/constraint.sdc
export NUM_CORES = 4
export LEC_CHECK = 1
export CORE_AREA = 10 10 70 70
export DIE_AREA = 0 0 80 80
</file>
<file path="/design/flow/constraint.sdc">
current_design Thunderbird

set clk_period 1.6
set clk_io_pct 0.2

create_clock -name clk0 -period $clk_period [get_ports {clk}]

set non_clock_inputs [all_inputs -no_clocks]
set_input_delay [expr $clk_period * $clk_io_pct] -clock clk0 $non_clock_inputs
set_output_delay [expr $clk_period * $clk_io_pct] -clock clk0 [all_outputs]
</file>
==> qor.csv <==
stage,metric,value,unit
outcome,status,"finished, final reports clean",
final_timing,relative slew slack,88.5,%
power_and_ir_drop,Peak supply drop,0.228,mV
die,chip area,6400,um^2
synth,ys async rst share,0,%
grt,number of global-route vias before repair,205,
run,tool warnings,25,
power_and_ir_drop,PD cells,890,nW/um^2
clocking,# hold bufs at CTS,0,
placement,number of cells after detailed placement,74,
synth,Synth top cells by count,"dfxtp_1 (7), and2b_2 (4), or2_2 (2), or3_1 (2)",
synth,most numerous cell in the Yosys netlist,dfxtp_1,
synth,post-synthesis cell area,238,um^2
final_timing,clk_skew,0.00279,ns
grt,first-pass GRT wire length,1.06,mm
die,Die W,80,um
drt,Routed WL,594,um
final_timing,Fmax achieved,653,MHz
power_and_ir_drop,total power,0.000374,W
clocking,Insertion Delay late pin,0.25,ns
synth,chip area in the Yosys report,238,um^2
synth,ys flop type,dfxtp_1,
final_timing,final hold vios,0,
synth,Yosys cell types,8,
layout,Largest regs,state_p: 7 flops,
synth,mux share,0,%
clocking,Worst-path clk slew,0.05,ns
run,max cap viols,0,
final_timing,fin crit period,1.53,ns
synth,register bit total from synthesis,7,
drt,DR iter-0 viols,10,
layout,max FFs per register,7,
final_timing,slew of the pin with the lowest slew margin,0.172,ns
synth,"EDFF count, synth",0,
drt,# DRC,0,
synth,"AND/OR/NAND/NOR Cells, Area Fraction",41.1,%
clocking,H-tree depth,1,
clocking,Inserted Clock Buffers,3,
clocking,Root Driver,clkbuf_4,
drt,first-pass iteration count of the detailed router,2,
drt,drt wl/cell,7.52,um
grt,Tot GR Track Use,2.23,%
synth,Yosys warnings,1,
placement,global placement routability congestion,0.720,
synth,Syn Inst Count,19,
die,IO Count,10,
min_path,HP Class,flip-flop to flip-flop,
worst_setup_path,worst-path maximum fanout,2,
layout,fin area,420,um^2
worst_setup_path,arrival time at the worst endpoint,1.21,ns
clocking,Sink Count,7,
placement,placed instance area,385,um^2
final_timing,final period utilization,95.7,%
grt,grt ovf,0,
synth,Top cell area share,58.9,%
layout,layout cells sized above 1,42.4,%
worst_setup_path,startpoint class of the critical path,flip-flop,
die,chip height,80,um
die,Core ar.,3420,um^2
final_timing,Final Max Tran Viols,0,
synth,top cells by area,"dfxtp_1 (59%), and2b_2 (15%), and4bb_2 (5.3%)",
drt,Via density,2.29,
placement,PortBufs,9,
final_timing,unrepaired setup endpoints after global routing,no,
synth,post-synth top area cell,dfxtp_1,
die,Rows,21,
power_and_ir_drop,leakage power,0.201,nW
clocking,TritonCTS clock tree,yes,
clocking,CTS max path bufs,2,
layout,area grow syn2layout,76.8,%
layout,Largest Register,state_p,
synth,Dominant combinational family,simple AND/OR/NAND/NOR gates,
drt,# diodes,0,
synth,Post-Synth AOI/OAI Area,0,%
final_timing,Finish-stage setup viols,0,
final_timing,sum of negative setup slack,0,ns
synth,Mapped Avg Cell Area,12.5,um^2
synth,Post-synth seq share,58.9,%
drt,Via Count,181,
drt,Post-DRT Antenna Nets,0,
layout,final non-filler cell total,79,
worst_setup_path,CP Data Required Time,1.28,ns
worst_setup_path,Crit. End Element,primary output,
grt,antenna violations before repair,0,
die,fp_density,6.96,%
synth,Adder-Cell Fraction of Synth Area,0,%
worst_setup_path,CP Class,flip-flop to primary output,
grt,pin count of the biggest net entering global routing,8,
synth,ys cells,19,
synth,Post-Synth XOR/XNOR Area,0,%
==> cells in the final DEF, fill, tap and decap left out, drive strengths merged <==
cell | synthesis | layout
and2b | 4 | 4
and3b | 1 | 1
and4bb | 1 | 1
buf | 0 | 1
clkbuf | 0 | 4
clkdlybuf4s50 | 0 | 5
dfxtp | 7 | 7
dlygate4sd2 | 0 | 3
dlymetal6s2s | 0 | 1
nor3b | 1 | 1
or2 | 2 | 2
or3 | 2 | 2
or4 | 1 | 1
==> report_power, final <==
| part | internal (W) | switching [W] |
|---|---|---|
| sequential | 0.000181 | 0.00000353 |
| combinational | 0.0000232 | 0.00000771 |
| clock | 0.0000951 | 0.0000635 |
| total | 0.000300 | 0.0000748 |
==> repair_timing <==
item                                   in CTS  in global routing
pin swaps                                   1                  0
setup endpoints to repair                   4                  1
buffers inserted                            1                  0
gates resized                               5                  1
endpoints found under the hold margin       0                  0
==> critical path: stages (launching register included) <==
cell and delay (ns):
dfxtp_1 0.31, or3_1 0.39, dlygate4sd2_1 0.26
==> final timing paths <==
path / slack [ns] / from / cells past startpoint / endpoint
setup reg to reg: 0.64 / state_p[0] / 2 / state_p[0]
setup / recovery: 0.07 / state_p[1] / 2 / RA
hold reg to reg: 0.47 / state_p[6] / 1 / state_p[0]
hold / removal: 0.47 / state_p[6] / 1 / state_p[0]
==> final cells by class <==
type                       instances  area, um^2
fill                             398        3000
sequential                         7         143
multi-input combinational         12        97.6
timing repair buffer              10        96.3
tap                               46        57.6
clock buffer                       4        26.3
==> stage by stage <==
stage / hold WS, ns / worst slack, ns / utilization (%)
final: 0.469 / 0.0692 / 12.3
after global routing: 0.504 / 0.0330 / 12.3
after CTS: 0.472 / 0.00126 / 12.2
after detailed placement: 0.467 / 0.111 / 11.3
after global placement: 0.464 / 0.123 / 11.3
after floorplan: 0.424 / 0.655 / -
==> routing by layer <==
layer | global-route usage [%] | wire [um] | vias to the layer above
met5 | 0 | 0 | -
met4 | 0.176 | 0 | 0
met3 | 3.07 | 155 | 0
met2 | 1.77 | 107 | 13
met1 | 3.08 | 331 | 69
li1 | - | - | 99
==> cells by family after synthesis <==
group / Yosys count
flops: 7
simple gates: 12
Power figures rest on the tool's default switching activity, not on a simulated workload.

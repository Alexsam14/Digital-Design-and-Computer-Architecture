$ cat flow/design.v
`timescale 1ns / 1ps
module clk_div(input clk, input rst, output clk_en);
	reg [3:0] clk_count;
	always @ (posedge clk)
	begin
		if (rst)
		clk_count <= 0;
		else
		clk_count <= clk_count + 1;
	end
	assign clk_en = &clk_count;
endmodule
$ cat flow/run.sh
#!/bin/bash
# OpenROAD 26Q1-2900-gdf79404cd8, Yosys 0.63+post, stock flow scripts
make -C /OpenROAD-flow-scripts/flow DESIGN_CONFIG=/design/flow/config.mk WORK_HOME=/design/flow/orfs finish
$ cat flow/config.mk
export PLATFORM = sky130hd
export DESIGN_NAME = clk_div
export DESIGN_NICKNAME = clk_div
export VERILOG_FILES = /design/flow/design.v
export SDC_FILE = /design/flow/constraint.sdc
export NUM_CORES = 4
export LEC_CHECK = 1
export CORE_AREA = 10 10 70 70
export DIE_AREA = 0 0 80 80
$ cat flow/constraint.sdc
current_design clk_div

set clk_period 1.5
set clk_io_pct 0.2

create_clock -name clk0 -period $clk_period [get_ports {clk}]

set non_clock_inputs [all_inputs -no_clocks]
set_input_delay [expr $clk_period * $clk_io_pct] -clock clk0 $non_clock_inputs
set_output_delay [expr $clk_period * $clk_io_pct] -clock clk0 [all_outputs]
==> job_summary.md <==
## PnR job results

| Metric | Value |
|---|---|
| Switching power | `0.05208 mW` |
| Width of the chip | `80 um` |
| Least-Margin Pin Slew | `195.1 ps` |
| Clock network fraction of design power | `~48%` |
| Share of Yosys cell area claimed by the top area cell type | `52.46%` |
| Via count of the first global-routing pass | `158` |
| Ratio of cells with drive above 1 in the final layout | `38.10%` |
| Layer with the highest usage after global routing | `met2` |
| Core ar. | `3416 um^2` |
| IR Drop Worst-Case VDD | `0.0005573 V` |
| Critical Path AT | `1130 ps` |
| Clock transition at the registers of the reported paths | `~30 ps` |
| Portion of total power attributed to combinational logic | `7.8%` |
| DR iter-0 viols | `0` |
| Setup-failing EPs final | `0` |
| Number of top-level pins | `3` |
| Post-Synthesis Cell Area | `approximately 150 um^2` |
| Yosys Warn Count | `1` |
| Number of buffers added by the clock tree synthesis step | `3` |
| Post-route DRC violation count | `0` |
| Max-cap viol count | `0` |
| Clock period minus final worst setup slack | `approximately 1400 ps` |
| Routed vias | `about 130` |
| Routability congestion estimate from global placement | `roughly 0.56` |
| Sum of negative setup slack | `0 ps` |
| Number of antenna violations at the first check in global routing | `0` |
| Source of the worst hold timing path | `clk_count[0]` |
| Final WS setup | `65.45 ps` |
| Tally of nets with antenna violations remaining after routing | `0` |
| Crit path required time | `between 1000 and 1500 ps` |
| Critical Path, Cell by Cell | `ha_2 -> and3_2 -> dlygate4sd2_1` |
| Post-synth seq share | `52.46%` |
| Chip area estimate from yosys synthesis | `between 150 and 200 um^2` |
| Synth top area cells | `sky130_fd_sc_hd__dfxtp_1 (52%), sky130_fd_sc_hd__mux2_4 (9.8%), sky130_fd_sc_hd__ha_1 (8.2%), sky130_fd_sc_hd__nor2b_1 (8.2%), sky130_fd_sc_hd__nor2_1 (7.4%)` |
| Max Transition Viols Final | `0` |
| Crit path max-delay cell type | `sky130_fd_sc_hd__dfxtp_1` |
| Source-to-sink clock delay at the later pin of the worst-skew pair | `230 ps` |
| Share of total power in sequential cells | `44.2%` |
| Clock tree from TritonCTS | `built` |
| CTS Buffer Depth | `2` |
| Largest register FFs | `4` |
| Max H-tree Level | `1` |
| Met2 demand-to-capacity share in global routing | `between 1.5 and 2%` |
| Final clock period utilization by the worst path | `95.64%` |
| Yosys stat cell total | `14` |
| Status | `finished clean` |
| Register ranked first by flip-flop count | `clk_count` |
| Number of instances in the synthesized netlist | `14` |
| RSZ-0062 raised after global routing | `false` |
| CTS Sinks | `4` |
| DR WL/cell | `5.060 um` |
| Switching share of total power | `between 10% and 20%` |
| Cell type contributing the most total cell area after synthesis | `sky130_fd_sc_hd__dfxtp_1` |
| Detailed-route wire length | `339 um` |
| Int Pwr | `around 0.22 mW` |
| Count of TritonRoute iterations in the first routing pass | `1` |
| Largest registers | `clk_count (4)` |
| Met3 routing resource usage after global routing | `1.250%` |
| Maximum number of pins on one net before global-route repair | `6` |
| Fp_density | `4.469%` |
| Post-Syn Area per Cell | `10.90 um^2` |
| Worst flop-to-flop path startpoint | `clk_count[1]` |
| Number of vias per cell | `1.910` |
| Die H | `80 um` |
| Register bit total from synthesis | `4` |
| Port-buffer cells | `2` |
| Worst max-slew margin expressed relative to the limit | `86.95%` |
| Pwr/cell area | `997.2 nW/um^2` |
| Peak fanout along the critical path | `2` |
| Total number of warnings across the stage logs | `25` |
| Final setup skew | `4.476 ps` |
| Chip area | `6400 um^2` |
| Delay of the slowest cell on the worst path | `300 ps` |
| Kind of start point of the critical path | `flop` |
| Leak | `0.1033 nW` |
| Area growth from synthesis to final layout | `76.23%` |
| Kind of path behind the tightest hold check | `reg -> reg` |
| Total track usage | `under 10%` |
| Total congestion overflow after global routing | `0` |
| Place WS | `29.99 ps` |
| Root buffer cell | `sky130_fd_sc_hd__clkbuf_4` |
| Crit path from | `clk_count[1]` |
| Met1 Track Usage GR | `1.201%` |
| Capturing element type of the critical path | `output pin` |
| Rows | `21` |
| Peak clock frequency supported by timing | `697.1 MHz` |
| Synth cell types | `8` |
| WS Path Type | `reg -> out` |
| Count of antenna diodes in the layout | `0` |
| First-pass GRT wire length | `593 um` |
| Final Hold Violating Endpoints | `0` |
cells in the final DEF, fill, tap and decap left out:
master                            count
sky130_fd_sc_hd__and3_2               1
sky130_fd_sc_hd__xnor2_1              1
sky130_fd_sc_hd__clkdlybuf4s50_1      1
sky130_fd_sc_hd__ha_2                 1
sky130_fd_sc_hd__mux2_4               1
sky130_fd_sc_hd__nand3_1              1
sky130_fd_sc_hd__dlygate4sd2_1        1
sky130_fd_sc_hd__dfxtp_1              4
sky130_fd_sc_hd__nor2_1               3
sky130_fd_sc_hd__nor2b_1              2
sky130_fd_sc_hd__clkbuf_4             3
sky130_fd_sc_hd__buf_4                2
cell type report:
type,instances,area (um^2)
Sequential cell,4,80.08
Tap cell,46,57.56
Timing Repair Buffer,4,33.78
Clock buffer,3,22.52
Fill cell,410,3147
Multi-Input combinational cell,10,75.07
worst max-delay path, delay by kind of cell, from the launching register on:
kind / cells / cell delay [ps]
buf+inv: 1 / 250
fa+ha+maj: 1 / 180
simple gates: 1 / 170
flops: 1 / 300
stage by stage:
stage	area, um^2	util, %	instances	power, mW	hold slack [ps]
6_report	269.0	7.875	67	0.2683	524.0
5_1_grt	269.0	7.875	67	0.2878	552.1
4_1_cts	269.0	7.875	67	0.2736	528.7
3_5_place_dp	237.7	6.960	63	0.1380	515.1
3_3_place_gp	237.7	6.960	63	0.1360	499.2
2_1_floorplan	152.6	-	14	0.1286	366.7
cells in the mapped netlist (all sizes together):
library cell / n
and3: 1
dfxtp: 4
ha: 1
mux2: 1
nand3: 1
nor2: 3
nor2b: 2
xnor2: 1
cell families (layout without fill, tap and decap cells):
| logic type | after synthesis | after routing | share of synthesized area, % |
|---|---|---|---|
| XOR/XNOR | 1 | 1 | 5.739 |
| adder cells (fa/ha/maj) | 1 | 1 | 8.195 |
| buffers and inverters | 0 | 7 | 0 |
| flip-flops | 4 | 4 | 52.46 |
| multiplexers | 1 | 1 | 9.833 |
| AND/OR/NAND/NOR | 7 | 7 | 23.77 |
path summary, 6_finish.rpt:
path	endpoint	slack, ps	cells past startpoint
max	clk_en	70	3
min	clk_count[0]	520	2
max reg2reg	clk_count[2]	570	4
min reg2reg	clk_count[0]	520	2
power groups by stage:
| stage | Sequential [mW] | Combinational [mW] | Clock, mW |
|---|---|---|---|
| after global routing | 0.119 | 0.0245 | 0.144 |
| final | 0.119 | 0.0209 | 0.129 |
| after CTS | 0.118 | 0.0210 | 0.134 |
layer usage:
layer | part of all wire (%) | wire (um) | up-vias
li1 | - | - | 61
met1 | 46 | 155 | 62
met2 | 43 | 145 | 5
met3 | 11 | 38 | 0
met4 | 0 | 0 | 0
met5 | 0 | 0 | -
what timing repair did:
action / CTS / global route
hold buffers: 0 / 0
gates resized: 2 / 0
setup buffers: 1 / 0
endpoints found under the setup margin: 1 / 0
Power and IR drop assume default switching activity.

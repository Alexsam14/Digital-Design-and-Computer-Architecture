<file path="./constraint.sdc">
current_design ALU

set clk_period 24.9
set clk_io_pct 0.2

create_clock -name clk0 -period $clk_period

set non_clock_inputs [all_inputs -no_clocks]
set_input_delay [expr $clk_period * $clk_io_pct] -clock clk0 $non_clock_inputs
set_output_delay [expr $clk_period * $clk_io_pct] -clock clk0 [all_outputs]
</file>
<file path="./run.sh">
#!/bin/bash
# OpenROAD 26Q1-2900-gdf79404cd8, Yosys 0.63+post, stock flow scripts
make -C /OpenROAD-flow-scripts/flow DESIGN_CONFIG=/design/flow/config.mk WORK_HOME=/design/flow/orfs finish
</file>
<file path="./config.mk">
export PLATFORM = sky130hd
export DESIGN_NAME = ALU
export DESIGN_NICKNAME = ALU
export VERILOG_FILES = /design/flow/design.v
export SDC_FILE = /design/flow/constraint.sdc
export NUM_CORES = 4
export LEC_CHECK = 1
export CORE_UTILIZATION = 40
</file>
<file path="./design.v">
`timescale 1ns / 1ps
module FullAdder(a, b, ci, s, co);
					  input a, b, ci;
					  output co, s;
					  wire x, y, z;
					  xor (x, a, b);
					  xor (s, x, ci);
					  and (y, x, ci);
					  and (z, a, b);
					  or  (co, y, z);
endmodule
`timescale 1ns / 1ps
module ALU(input [31:0] A, B,
			  input [3:0] ALUOp,
			  output [31:0] Result,
			  output Zero
    );
	 wire [31:0] ArithOut, LogicOut;
	 ArithmeticUnit AU(A, B, ALUOp[1], ALUOp[3], ArithOut, Zero);
	 LogicUnit LU(A, B, ALUOp[1:0], LogicOut);
	 assign Result = ALUOp[2] ? LogicOut : ArithOut;
endmodule
`timescale 1ns / 1ps
module AdderSubtractorMUX(input [31:0] A, input ALUOp1, output [31:0] C
    );
	assign C = ALUOp1 ? ~A : A;
endmodule
`timescale 1ns / 1ps
module ArithmeticUnit(input [31:0] A, B,
							 input ALUOp0, ALUOp1,
							 output [31:0] ArithOut,
							 output cout
							);
	 wire [31:0] C, AddOut; 
	 AdderSubtractorMUX MUXA(B, ALUOp0, C);
	 ThirtyTwoBitFullAdder FA(A, C, ALUOp0, AddOut, cout);
	 ExtendMUX MUXB(AddOut, ALUOp1, ArithOut);
endmodule
`timescale 1ns / 1ps
module ExtendMUX(input [31:0] AddOut, input ALUOp3,
					  output [31:0] ArithOut
    );
	wire [31:0] extended_msb;
	assign extended_msb = {31'b0,AddOut[31]};
	assign ArithOut = ALUOp3 ? extended_msb : AddOut;
endmodule
`timescale 1ns / 1ps
module LogicMUX(input [31:0] A, B, C, D,
					 input [1:0] ALUOp,
					 output [31:0] Y
    );
	assign Y = ALUOp[1] ? (ALUOp[0] ? D : C)
							  : (ALUOp[0] ? B : A);
endmodule
`timescale 1ns / 1ps
module LogicUnit(input [31:0] A, B,
					  input [1:0] ALUOp,
					  output [31:0] LogicOut
    );
	wire [31:0] and_im, or_im, xor_im, nor_im;
	and_gate L1(A, B, and_im);
	or_gate  L2(A, B, or_im);
	xor_gate L3(A, B, xor_im);
	nor_gate L4(A, B, nor_im);
	LogicMUX L5(and_im, or_im, xor_im, nor_im, ALUOp, LogicOut);
endmodule
`timescale 1ns / 1ps
module ThirtyTwoBitFullAdder(input [31:0]A, input [31:0]B, input ALUOp1, output [31:0]Addout,
									  output Zero
    );
	wire c1, c2, c3, c4, c5, c6, c7, c8, c9, c10;
	wire c11, c12, c13, c14, c15, c16, c17, c18, c19, c20;
	wire c21, c22, c23, c24, c25, c26, c27, c28, c29, c30;
	wire c31, c32;
	FullAdder FA1  (.a(A[0]),.b(B[0]),.ci(ALUOp1),.co(c1),.s(Addout[0]));
	FullAdder FA2  (.a(A[1]),.b(B[1]),.ci(c1),.co(c2),.s(Addout[1]));
	FullAdder FA3  (.a(A[2]),.b(B[2]),.ci(c2),.co(c3),.s(Addout[2]));
	FullAdder FA4  (.a(A[3]),.b(B[3]),.ci(c3),.co(c4),.s(Addout[3]));
	FullAdder FA5  (.a(A[4]),.b(B[4]),.ci(c4),.co(c5),.s(Addout[4]));
	FullAdder FA6  (.a(A[5]),.b(B[5]),.ci(c5),.co(c6),.s(Addout[5]));
	FullAdder FA7  (.a(A[6]),.b(B[6]),.ci(c6),.co(c7),.s(Addout[6]));
	FullAdder FA8  (.a(A[7]),.b(B[7]),.ci(c7),.co(c8),.s(Addout[7]));
	FullAdder FA9  (.a(A[8]),.b(B[8]),.ci(c8),.co(c9),.s(Addout[8]));
	FullAdder FA10 (.a(A[9]),.b(B[9]),.ci(c9),.co(c10),.s(Addout[9]));
	FullAdder FA11  (.a(A[10]),.b(B[10]),.ci(c10),.co(c11),.s(Addout[10]));
	FullAdder FA12  (.a(A[11]),.b(B[11]),.ci(c11),.co(c12),.s(Addout[11]));
	FullAdder FA13  (.a(A[12]),.b(B[12]),.ci(c12),.co(c13),.s(Addout[12]));
	FullAdder FA14  (.a(A[13]),.b(B[13]),.ci(c13),.co(c14),.s(Addout[13]));
	FullAdder FA15  (.a(A[14]),.b(B[14]),.ci(c14),.co(c15),.s(Addout[14]));
	FullAdder FA16  (.a(A[15]),.b(B[15]),.ci(c15),.co(c16),.s(Addout[15]));
	FullAdder FA17  (.a(A[16]),.b(B[16]),.ci(c16),.co(c17),.s(Addout[16]));
	FullAdder FA18  (.a(A[17]),.b(B[17]),.ci(c17),.co(c18),.s(Addout[17]));
	FullAdder FA19  (.a(A[18]),.b(B[18]),.ci(c18),.co(c19),.s(Addout[18]));
	FullAdder FA20  (.a(A[19]),.b(B[19]),.ci(c19),.co(c20),.s(Addout[19]));
	FullAdder FA21  (.a(A[20]),.b(B[20]),.ci(c20),.co(c21),.s(Addout[20]));
	FullAdder FA22  (.a(A[21]),.b(B[21]),.ci(c21),.co(c22),.s(Addout[21]));
	FullAdder FA23  (.a(A[22]),.b(B[22]),.ci(c22),.co(c23),.s(Addout[22]));
	FullAdder FA24  (.a(A[23]),.b(B[23]),.ci(c23),.co(c24),.s(Addout[23]));
	FullAdder FA25  (.a(A[24]),.b(B[24]),.ci(c24),.co(c25),.s(Addout[24]));
	FullAdder FA26  (.a(A[25]),.b(B[25]),.ci(c25),.co(c26),.s(Addout[25]));
	FullAdder FA27  (.a(A[26]),.b(B[26]),.ci(c26),.co(c27),.s(Addout[26]));
	FullAdder FA28  (.a(A[27]),.b(B[27]),.ci(c27),.co(c28),.s(Addout[27]));
	FullAdder FA29  (.a(A[28]),.b(B[28]),.ci(c28),.co(c29),.s(Addout[28]));
	FullAdder FA30  (.a(A[29]),.b(B[29]),.ci(c29),.co(c30),.s(Addout[29]));
	FullAdder FA31  (.a(A[30]),.b(B[30]),.ci(c30),.co(c31),.s(Addout[30]));
	FullAdder FA32  (.a(A[31]),.b(B[31]),.ci(c31),.co(c32),.s(Addout[31]));
	assign Zero = (Addout == 32'b0);
endmodule
`timescale 1ns / 1ps
module and_gate(input [31:0] A, B, output [31:0] C
    );
	 assign C = A & B;
endmodule
`timescale 1ns / 1ps
module nor_gate(input [31:0] A, B, output [31:0] C
    );
	 assign C = ~(A | B);
endmodule
`timescale 1ns / 1ps
module or_gate(input [31:0] A, B, output [31:0] C
    );
	assign C = A | B;
endmodule
`timescale 1ns / 1ps
module xor_gate(input [31:0] A, B, output [31:0] C
    );
	 assign C = A ^ B;
endmodule
</file>
==> flow_summary.json <==
{
  "final_max_slew_viol_count": 0,
  "die_w_um": 94.9,
  "antenna_found_initial": 0,
  "status": "finished, final reports clean",
  "routed_wl_mm": 8.38,
  "path_delay_family": "adder cells",
  "cp.arrival_ns": 18.31,
  "dp_cells": 600,
  "core_area_um2": 8300,
  "hold_viol_final": 0,
  "place_area_um2": 4450,
  "tightest_slew_ns": 0.674,
  "hold_end": "Result[12]",
  "drive_above_1_share_pct": 3.03,
  "vias": 3085,
  "setup_viol": 0,
  "cts_setup_buffers": 0,
  "min_period_ns": 23.29,
  "holdBufCountCts": 0,
  "fin_tns_setup_ns": 0,
  "p_leak_nw": 2.07,
  "ant_nets": 0,
  "end_kind": "output port",
  "wl_met3_um": 474,
  "powerDensity_nw_per_um2": 22.0,
  "nFillCells": 772,
  "flop-count": 0,
  "syn_inst": 419,
  "crit_slowest_cell": "clkdlybuf4s50_1",
  "cts_resized": 0,
  "rsz0062_at_grt": "false",
  "highest_layer": "met3",
  "grt_max_degree": 67,
  "hpwl_mm": 6.27,
  "route.met2.wl_mm": 3.72,
  "seq_area_um2": 0,
  "io-pin-count": 101,
  "grt_pass1_vias": 3020,
  "seq_area_frac_synth_pct": 0,
  "synth_area_um2": 3450,
  "grt_first_pass_wirelength_mm": 14.0,
  "critical_path_class": "in2out",
  "critPathMostFrequentCell": "fa_1",
  "ir_worst_vdd_v": 0.00000855,
  "slew_headroom_pct": 55.0,
  "ys_types": 28,
  "drt-vias-per-instance": 5.14,
  "wl_met1_mm": 4.19,
  "dieHeight_um": 94.9,
  "dr.pass1.iters": 4,
  "avgSynthCellArea_um2": 8.24,
  "drc": 0,
  "cp_slowest_stage_delay_ns": 0.51,
  "gp_congestion": 0.774,
  "nClkBuffers": 0,
  "row_count": 33,
  "critPathLaunchType": "input port",
  "syn2layout_area_growth_pct": 28.7,
  "fp_util_pct": 41.6,
  "warnings": 64,
  "ys_cells": 419,
  "max_freq_ghz": 0.0429,
  "antenna_cells": 0,
  "hp-start": "ALUOp[2]",
  "stdcell_area_um2": 4450,
  "drtIter0Drc": 68,
  "grt_util_all_layers_pct": 19.7,
  "path_buffers": 3,
  "yosysChipArea_um2": 3450,
  "crit_required_ns": 19.92,
  "min_path_type": "in2out",
  "io_buffers": 101,
  "cap_violations": 0,
  "wl_per_cell_um": 14.0,
  "dieArea_um2": 9010,
  "synth-warning-count": 0,
  "overflow": 0,
  "finalCritPeriodShare_pct": 93.5,
  "min_delay_path_depth": 4,
  "path_max_fanout": 3,
  "fin_cells": 600
}
-- metrics by stage --
stage	setup WS, ns	hold WS, ns	util (%)	total power [mW]
floorplan	2.73	10.15	-	0.0563
global placement	1.73	11.01	53.6	0.0977
detailed placement	1.56	11.00	53.6	0.0980
CTS	1.56	11.01	53.6	0.0991
global route	1.06	11.06	53.6	0.111
finish	1.61	11.00	53.6	0.0978
-- cell usage after synthesis, drive strengths merged --
| cell | count | area (µm²) |
|---|---|---|
| inv | 67 | 251 |
| ha | 64 | 801 |
| nor2 | 33 | 124 |
| nor2b | 33 | 244 |
| a211o | 31 | 272 |
| o21ai | 31 | 155 |
| fa | 30 | 601 |
| xor2 | 28 | 245 |
| a31o | 18 | 158 |
| buf | 16 | 123 |
| nor3b | 16 | 120 |
| clkbuf | 14 | 52.6 |
| a32o | 13 | 130 |
| nor4 | 7 | 43.8 |
| xnor2 | 5 | 43.8 |
| nor3 | 3 | 15.0 |
| mux2 | 2 | 22.5 |
| nand2 | 2 | 7.51 |
| nand4 | 2 | 12.5 |
| nand2b | 1 | 6.26 |
| o311a | 1 | 10.0 |
| o32a | 1 | 10.0 |
| or3 | 1 | 6.26 |
-- area by class of cell --
class              instances  area [µm²]  share of cell area, %
well taps                105         131                   2.96
inverters                 67         251                   5.66
multi-input cells        322        3030                   68.1
repair buffers           106        1040                   23.3
-- worst max-delay path by stage --
stage,start,endpoint,slack (ns),cells after the start
5_1_grt,B[0],Zero,1.06,37
6_report,B[0],Zero,1.61,37
4_1_cts,B[0],Zero,1.56,37
-- report_power, final --
group / internal, mW / switching (mW) / total, mW
clock: 0 / 0 / 0
sequential: 0 / 0 / 0
combinational: 0.0546 / 0.0433 / 0.0978
total: 0.0546 / 0.0433 / 0.0978
-- cells in the final DEF (no fill, tap or decap), types with 13 or more instances in the layout --
cell / count
nor2b_1: 28
inv_1: 66
o21ai_1: 31
fa_1: 30
nor2_1: 33
xor2_1: 28
a31o_1: 18
a32o_1: 13
ha_1: 64
nor3b_1: 16
a211o_1: 31
clkdlybuf4s50_1: 98
-- metal layers --
metal | vias to the layer above | track usage (%)
met5 | - | 0
met4 | 0 | 0
met3 | 0 | 2.61
met2 | 93 | 32.7
met1 | 1420 | 29.5
li1 | 1572 | -
-- kinds of logic after synthesis --
family                     count (synthesis)  synth area share [%]
AOI/OAI and AO/OA                         95                  21.3
muxes                                      2                 0.652
buffers and inverters                     97                  12.4
xor gates and xnor gates                  33                  8.37
adders and majority gates                 94                  40.6
and+or+nand+nor                           98                  16.8
-- tightest hold or removal path, stage by stage --
cell	delay, ns
buf_2	0.10
buf_4	0.30
a31o_1	0.25
clkdlybuf4s50_1	0.39
Power figures rest on the tool's default switching activity, not on a simulated workload.
